File: design/flow/design.v
module MUX16bit2X1 ( data1, data2, selectLine, enable, outdata );
  input [15:0] data1 , data2 ;
  input selectLine ;
  input enable ;
  output [15:0] outdata ;
  assign outdata  =  (selectLine == 1'b0 && enable==1'b1) ? data1 : (selectLine==1'b1 && enable==1'b1) ?   data2 : 0 ;
endmodule
File: design/flow/run.sh
#!/bin/bash
# OpenROAD 26Q1-2900-gdf79404cd8, Yosys 0.63+post, stock flow scripts
make -C /OpenROAD-flow-scripts/flow DESIGN_CONFIG=/design/flow/config.mk WORK_HOME=/design/flow/orfs finish
File: design/flow/config.mk
export PLATFORM = sky130hd
export DESIGN_NAME = MUX16bit2X1
export DESIGN_NICKNAME = MUX16bit2X1
export VERILOG_FILES = /design/flow/design.v
export SDC_FILE = /design/flow/constraint.sdc
export NUM_CORES = 4
export LEC_CHECK = 1
export CORE_AREA = 10 10 70 70
export DIE_AREA = 0 0 80 80
File: design/flow/constraint.sdc
current_design MUX16bit2X1

set clk_period 2.0
set clk_io_pct 0.2

create_clock -name clk0 -period $clk_period

set non_clock_inputs [all_inputs -no_clocks]
set_input_delay [expr $clk_period * $clk_io_pct] -clock clk0 $non_clock_inputs
set_output_delay [expr $clk_period * $clk_io_pct] -clock clk0 [all_outputs]
==> results_dict.tcl <==
# yosys + openroad results
set metrics [dict create \
    first_global_vias 504 \
    postCtsSetupBuffers 0 \
    worst_path_largest_cell_delay_ps 490 \
    fin_total_pwr_mw 0.164 \
    final_hold_viol_count 0 \
    final_setup_vio_count 0 \
    core_util_floorplan_pct 8.64 \
    half_perimeter_wire_length_of_the_detailed_placement_result_mm 1.44 \
    power-per-cell-area_nw_per_um2 183 \
    drive_above_1_share_pct 6.98 \
    slew_violations 0 \
    routed-via-count 445 \
    grt_remaining_overflow 0 \
    critical_path.max_fanout 1 \
    place_congestion 0.727 \
    part_of_the_cycle_the_worst_path_needs_pct 96.2 \
    synth_cells 35 \
    rsz_0062_raised_after_global_routing "false" \
    ys_seq_share_pct 0 \
    critical_path.slowest_cell "clkdlybuf4s50_1" \
    dieWidth_um 80 \
    fin_util_pct 26.3 \
    finish.instance_area_um2 897 \
    worst_ep_arrival_time_ps 1520 \
    grt_start_max_net_pins 9 \
    synth.distinct_cells 5 \
    grtUsageTotal_pct 4.89 \
    timing.slew.headroom_pct 87.2 \
    drt-vias-per-instance 3.37 \
    worst-setup-path-type "in2out" \
    std_cell_rows 21 \
    maxCapViolations 0 \
    drt_pre_antenna_iters 2 \
    yosys_cells 35 \
    remaining_drc_errors 0 \
    syn_area_per_cell_um2 8.44 \
    worstPathRequired_ps 1600 \
    detail_route.iter0.violations 5 \
    peakVddDrop_mv 0.0640 \
    startpoint_type "input pin" \
    min_from "selectLine" \
    run_status "completed" \
    tightestPinTransition_ps 187 \
    crit_path_end_kind "output port" \
    area_growth_syn_to_layout_pct 204 \
    hold-path-cell-count 5 \
    layout.area.seq_um2 0 \
    design.seq.count 0 \
    drtAntennaViolNets 0 \
    p_leak_nw 0.406 \
    antennaDiodeCount 0 \
    grt_pass1_wl_mm 2.50 \
    synth-area-yosys_um2 295 \
    antenna_found_initial 0 \
    port-buffer-count 50 \
    worst_hold_slack_ps 1340 \
    final_cell_count_no_fill 132 \
    hold_path_class "in2out" \
    warnings 32 \
    setup_tns_ps 0 \
    num_io_pins 50 \
    crit_path_frequent_cell "clkdlybuf4s50_1" \
    area_of_the_mapped_netlist_um2 295 \
    floorplan.die.height_um 80 \
    place.detailed.instances 131 \
    coreArea_um2 3420 \
    design.die.area_um2 6400 \
    clock_buffers 0 \
    final_critical_path_setup_slack_ps 75.1 \
    layout_top_cells "clkdlybuf4s50_1, mux2i_1, nor2b_1, dlymetal6s2s_1, buf_6" \
    whs_endpoint "outdata[0]" \
    crit_path_cell_trace "clkdlybuf4s50_1 > mux2i_1 > nor2b_1 > clkdlybuf4s50_1" \
    wire_per_inst_um 12.7 \
    final_layout_top_logic_cell "clkdlybuf4s50_1" \
    post-place-ws_ps -193 \
    period_minus_slack_ps 1920 \
    synth-warning-count 0 \
    wirelength_mm 1.68 \
    postCtsHoldBufs 0 \
    fmax_mhz 520 \
    placed_area_um2 853 \
]
==> synthesized netlist by cell type, drive strengths merged <==
master	count	area, µm²
mux2i	16	160
clkbuf	1	3.75
nor2b	16	100
buf	2	31.3
==> power breakdown <==
| group | total [mW] | switching (mW) | internal, mW |
|---|---|---|---|
| registers | 0 | 0 | 0 |
| clock network | 0 | 0 | 0 |
| logic | 0.164 | 0.0379 | 0.127 |
==> critical path, delay by kind of cell <==
| kind | cells | cell delay (ps) |
|---|---|---|
| muxes | 1 | 70 |
| buffers and inverters | 2 | 960 |
| and+or+nand+nor | 1 | 100 |
==> layer usage <==
metal / wire, µm / vias up / track usage (%)
met2: 589 / 41 / 6.42
li1: - / 222 / -
met3: 246 / 0 / 2.50
met5: 0 / - / 0
met4: 0 / 0 / 0
met1: 844 / 182 / 7.25
==> cells by family (layout without fill, tap and decap cells) <==
group,Yosys count,after routing,synth area share (%)
buf+inv,3,54,11.9
mux,16,16,54.2
simple gates,16,16,33.9
==> cell type report <==
class	instances	area, µm²
repair buffers	54	577
well taps	46	57.6
multi-input cells	32	263
fillers	365	2520
==> how the worst max path moves through the flow <==
stage | startpoint | endpoint | slack (ps) | depth (start not counted)
4_1_cts | data1[4] | outdata[4] | 60 | 4
5_1_grt | data2[3] | outdata[3] | 3 | 4
6_report | data2[11] | outdata[11] | 80 | 4
==> timing repair <==
item / in CTS / in global routing
cloned: 1 / 0
resized: 8 / 3
endpoints found under the setup margin: 16 / 3
Power and IR drop assume default switching activity.
