$ cat config.mk
export PLATFORM = sky130hd
export DESIGN_NAME = MUX32bit2X1
export DESIGN_NICKNAME = MUX32bit2X1
export VERILOG_FILES = /design/flow/design.v
export SDC_FILE = /design/flow/constraint.sdc
export NUM_CORES = 4
export LEC_CHECK = 1
export CORE_AREA = 10 10 70 70
export DIE_AREA = 0 0 80 80
$ cat constraint.sdc
current_design MUX32bit2X1

set clk_period 4.4
set clk_io_pct 0.2

create_clock -name clk0 -period $clk_period

set non_clock_inputs [all_inputs -no_clocks]
set_input_delay [expr $clk_period * $clk_io_pct] -clock clk0 $non_clock_inputs
set_output_delay [expr $clk_period * $clk_io_pct] -clock clk0 [all_outputs]
$ cat design.v
module MUX32bit2X1 ( data1, data2, selectLine, enable, outdata );
  input [31:0] data1 , data2 ;
  input selectLine ;
  input enable ;
  output [31:0] outdata ;
  assign outdata  =  (selectLine == 1'b0 && enable==1'b1) ? data1 : (selectLine==1'b1 && enable==1'b1) ?   data2 : 0 ;
endmodule
$ cat run.sh
#!/bin/bash
# OpenROAD 26Q1-2900-gdf79404cd8, Yosys 0.63+post, stock flow scripts
make -C /OpenROAD-flow-scripts/flow DESIGN_CONFIG=/design/flow/config.mk WORK_HOME=/design/flow/orfs finish
==> results.py <==
# Flow results
metrics = {
    "placement": {
        "numPortBuffers": 98,
        "detailed_place.area_mm2": 0.00157,
        "gp_congestion": 0.786,
        "dpl.hpwl_mm": 2.72,
    },
    "layout": {
        "layout_top_cell": "clkdlybuf4s50_1",
        "final_cell_mix": "97 x clkdlybuf4s50_1, 32 x mux2i_1, 32 x nor2b_1",
        "flop-count": 0,
        "syn_to_final_growth_pct": 160,
        "final_area_mm2": 0.00157,
        "num-clock-buffers": 0,
        "ff_latch_area_um2": 0,
        "layout-drive-gt1-share_pct": 1.83,
    },
    "global_routing": {
        "grt_util_met2_pct": 16.1,
        "top_usage_layer": "met2",
        "antenna_found_initial": 0,
        "grtUsageMet1_pct": 9.95,
        "grt_pass1_vias": 885,
        "grt_use_total_pct": 8.94,
        "overflow": 0,
        "grt_pass1_wl_mm": 4.66,
        "grt_max_degree": 33,
        "use_met3_pct": 3.98,
    },
    "power": {
        "powerDensity_mw_per_mm2": 85.8,
        "p_leak_uw": 0.000643,
        "peakVddDrop_mv": 0.0382,
    },
    "detailed_routing": {
        "dr.first_iter.drc_count": 14,
        "antenna_cells": 0,
        "via_per_inst": 3.90,
        "post_drt_wl_per_cell_um": 14.9,
        "dr_total_vias": 820,
        "first_pass_iters": 2,
        "wirelength_mm": 3.13,
        "remaining_drc_errors": 0,
        "ant_nets": 0,
    },
    "synthesis": {
        "yosysWarnings": 0,
        "yosys_area_um2": 603,
        "netlist_instances": 71,
        "ys_types": 5,
        "synth_stat.cells": 71,
        "ys_seq_share_pct": 0,
        "synth_area_um2": 603,
        "avgSynthCellArea_um2": 8.49,
    },
    "worst_setup_path": {
        "crit_chain": "buf_2 > buf_4 > mux2i_1 > nor2b_1 > clkdlybuf4s50_1",
        "max_stage_delay_ns": 0.49,
        "critPathKind": "in -> out",
        "critPathBufInv": 3,
        "critical_path_required_ns": 3.52,
        "arrival_ns": 2.43,
        "slowest_stage": "clkdlybuf4s50_1",
        "critPathTopFamily": "buffers and inverters",
        "cp-start-kind": "input pin",
        "critPathCaptureType": "primary output",
        "critPathMaxFanout": 19,
    },
    "floorplanning": {
        "fp.coreArea_mm2": 0.00342,
        "initial_core_util_pct": 17.7,
        "fp.dieW_um": 80,
        "die_area_mm2": 0.00640,
        "die_h_um": 80,
        "io_pins": 98,
        "rows": 21,
    },
    "sta": {
        "slew_viol_final": 0,
        "rsz0062_at_grt": "false",
        "period_used_pct": 75.2,
        "setup_viol": 0,
        "setup_tns_ns": 0,
        "fmax_mhz": 302,
        "hold_viol": 0,
        "tightest_slew_ns": 0.558,
        "maxSlewHeadroom_pct": 62.8,
        "min_period_ns": 3.31,
    },
    "run": {
        "max_cap_viol_count": 0,
        "tool_warnings": 32,
    },
    "hold_path": {
        "hold_path_class": "in -> out",
        "whs_endpoint": "outdata[11]",
        "min_from": "selectLine",
        "hold_depth": 4,
    },
    "clock_tree": {
        "cts_hold_buf": 0,
        "postCtsSetupRepairBufs": 0,
        "cts_resized": 0,
    },
    "run_status": {
        "outcome": "complete, no violations",
    },
}
per-stage QoR:
| stage | std cells | worst slack, ns | hold WS [ns] | util (%) | total power [µW] |
|---|---|---|---|---|---|
| global route | 210 | 0.964 | 2.76 | 45.9 | 146 |
| finish | 210 | 1.09 | 2.72 | 45.9 | 135 |
| detailed placement | 210 | 1.08 | 2.73 | 45.9 | 137 |
| floorplan | 71 | 2.18 | 1.82 | - | 41.3 |
| CTS | 210 | 1.07 | 2.73 | 45.9 | 138 |
| global placement | 210 | 1.11 | 2.71 | 45.9 | 135 |
worst min-delay path: stages:
cell,delay (ns)
buf_2,0.28
mux2i_1,0.21
nor2b_1,0.06
clkdlybuf4s50_1,0.40
power by group:
group / leakage, µW / switching [µW] / internal (µW)
sequential: 0 / 0 / 0
clock: 0 / 0 / 0
combinational: 0.000643 / 31.9 / 103
worst max-delay path by stage:
stage / slack, ns / start / cells past startpoint / endpoint
finish: 1.09 / selectLine / 5 / outdata[4]
global route: 0.96 / selectLine / 5 / outdata[7]
CTS: 1.07 / selectLine / 5 / outdata[4]
synthesized netlist by cell type:
cell type / count / area [µm²]
buf_6: 1 / 11.3
buf_12: 3 / 60.1
mux2i_1: 32 / 320
clkbuf_1: 3 / 11.3
nor2b_1: 32 / 200
logic make-up (layout without fill, tap and decap cells):
group / Yosys count / count (layout) / share of synthesized area (%)
buf+inv: 7 / 100 / 13.7
mux: 32 / 32 / 53.1
simple gates: 32 / 32 / 33.2
per-layer routing:
| metal | up-vias | share of wire [%] |
|---|---|---|
| met2 | 51 | 48 |
| met4 | 0 | 0 |
| li1 | 425 | - |
| met3 | 0 | 13 |
| met5 | - | 0 |
| met1 | 344 | 39 |
final cells by class:
type               instances  area [µm²]
fillers                  320        1850
repair buffers           100         991
multi-input cells         64         520
well taps                 46        57.6
Power is estimated from default activity; no workload was simulated.
