### /design/flow/design.v
module MUX9bit2X1 ( data1, data2, selectLine, enable, outdata );
  input [8:0] data1 , data2 ;
  input selectLine ;
  input enable ;
  output [8:0] outdata ;
  assign outdata  =  (selectLine == 1'b0 && enable==1'b1) ? data1 : (selectLine==1'b1 && enable==1'b1) ? data2  : 0;
endmodule
### /design/flow/run.sh
#!/bin/bash
# OpenROAD 26Q1-2900-gdf79404cd8, Yosys 0.63+post, stock flow scripts
make -C /OpenROAD-flow-scripts/flow DESIGN_CONFIG=/design/flow/config.mk WORK_HOME=/design/flow/orfs finish
### /design/flow/config.mk
export PLATFORM = sky130hd
export DESIGN_NAME = MUX9bit2X1
export DESIGN_NICKNAME = MUX9bit2X1
export VERILOG_FILES = /design/flow/design.v
export SDC_FILE = /design/flow/constraint.sdc
export NUM_CORES = 4
export LEC_CHECK = 1
export CORE_AREA = 10 10 70 70
export DIE_AREA = 0 0 80 80
### /design/flow/constraint.sdc
current_design MUX9bit2X1

set clk_period 1.1
set clk_io_pct 0.2

create_clock -name clk0 -period $clk_period

set non_clock_inputs [all_inputs -no_clocks]
set_input_delay [expr $clk_period * $clk_io_pct] -clock clk0 $non_clock_inputs
set_output_delay [expr $clk_period * $clk_io_pct] -clock clk0 [all_outputs]
==> reports/qor.txt <==
cell area after synthesis: 158 um^2
synthesis warning total: 0
sort of element at the end of the critical path: output port
number of top-level pins: 29
growth of design area from synthesis to finish: 234%
vias after detailed routing: 272
share of cells above drive strength 1: 35.8%
register share after synthesis: 0%
setup ws final: -0.00189 ns
chip area: 0.00640 mm^2
Finished Core Util: 15.4%
post-route setup TNS: -0.00189 ns
tool warning count: 34
leakage power of the design: 0.263 nW
routed vias/inst: 2.75
count of mapped cells out of synthesis: 19
unrepaired setup endpoints after global routing: true
Starting Density: 4.62%
routed length per placed instance: 10.8 um
Buffers on Ports: 29
number of inserted filler cells in the final layout: 404
Distinct lib cells used: 3
antenna violations before repair: 0
crit path max fanout: 4
non-filler cells, final: 99
DRC viols: 0
max_cap viols: 0
tally of nets with antenna violations remaining after routing: 0
GRT Resource Usage Total: 3.19%
Required @ worst endpoint: 0.88 ns
maximum number of pins on one net before global-route repair: 9
sum of net half-perimeters after detailed placement: 888 um
maximum clock frequency: 908 MHz
leftover overflow at the end of global routing: 0
global-route wire length before repair: 1680 um
worst hold path class: in2out
post-layout power: 155 uW
Post-DP Area: 517 um^2
n_diodes: 0
critical path class: in2out
mean area per synthesized cell: 8.30 um^2
placer congestion estimate: 0.810
vias in the first global route: 308
power per unit of standard cell area: 294 mW/mm^2
Die H: 80 um
total of endpoints with negative setup slack in the final report: 1
final hold vios: 0
count of clock-net buffers in the final layout: 0
sort of element at the start of the critical path: input port
area of the core region: 0.00342 mm^2
final wirelength: 1070 um
result of the run: finished, violations left
worst path arrival time: 0.88 ns
total iterations of the first detailed-routing run: 1
Seq. cell area: 0 um^2
number of flip-flops and latches: 0
First DRT Iteration DRCs: 0
violated checks: negative setup slack
number of placed instances with taps included: 96
actual slew at the worst max-slew pin: 0.143 ns
minimum period implied by the final worst setup slack: 1.10 ns
Final Slew Violations: 0
Worst slew margin: 90.2%
Horiz. Die Dim: 80 um
crit share post-route: 100%
post-route cell area: 527 um^2
chip area from the yosys synthesis statistics: 158 um^2
number of placement rows: 21
# Cells Yosys: 19
peak ir drop on the vdd network: 0.0542 mV
==> per-stage QoR <==
stage	setup WS [ns]	hold WS [ns]
final	-0.00189	0.851
after global routing	-0.0679	0.885
after CTS	-0.0254	0.864
after detailed placement	-0.714	1.39
after global placement	-0.711	1.40
after floorplan	0.321	0.503
==> cells in the mapped netlist <==
cell	number	area, um^2
mux2i_1	9	90.1
nor2b_1	9	56.3
buf_6	1	11.3
==> layer usage <==
layer  vias up  share of wire (%)  global-route usage, %
li1        135                  -                      -
met1       123                 39                   3.63
met2        14                 48                   5.46
met3         0                 14                   1.70
met4         0                  0                      0
met5         -                  0                      0
==> final cells by class <==
| class | count | area [um^2] | area share [%] |
|---|---|---|---|
| repair buffers | 35 | 299 | 56.8 |
| well taps | 46 | 57.6 | 10.9 |
| multi-input cells | 18 | 170 | 32.3 |
==> critical path, cell delays in order <==
cell and delay [ns]:
buf_8 0.10, buf_8 0.12, buf_6 0.11, mux2i_1 0.10
nor2b_1 0.11, buf_2 0.11
==> timing repair <==
| action | CTS | global route |
|---|---|---|
| setup buffers | 3 | 0 |
| gates resized | 62 | 4 |
| hold buffers | 0 | 0 |
| setup endpoints to repair | 9 | 4 |
==> cell families after synthesis <==
| family | Yosys count | synth area share, % |
|---|---|---|
| buffers and inverters | 1 | 7.14 |
| multiplexers | 9 | 57.1 |
| AND/OR/NAND/NOR | 9 | 35.7 |
==> cells in the final DEF (no fill, tap or decap) <==
cell type / n
clkdlybuf4s15_1: 1
mux2i_4: 1
buf_2: 9
mux2i_2: 1
nor2b_1: 8
nor2b_4: 1
mux2i_1: 7
dlygate4sd2_1: 18
buf_6: 5
buf_8: 2
==> worst paths after layout <==
check                      start          to  slack [ns]  cells after the start
worst max-delay path  selectLine  outdata[2]      -0.002                      6
worst min-delay path      enable  outdata[7]        0.85                      3
==> where the power goes <==
part / leakage [nW] / total, mW / switching (mW) / internal [mW]
clock network: 0 / 0 / 0 / 0
registers: 0 / 0 / 0 / 0
logic: 0.263 / 0.155 / 0.0486 / 0.107
No activity file was given, so power comes from the tool's default toggle rates.
