**./config.mk**
```make
export PLATFORM = sky130hd
export DESIGN_NAME = MUX25bit2X1
export DESIGN_NICKNAME = MUX25bit2X1
export VERILOG_FILES = /design/flow/design.v
export SDC_FILE = /design/flow/constraint.sdc
export NUM_CORES = 4
export LEC_CHECK = 1
export CORE_AREA = 10 10 70 70
export DIE_AREA = 0 0 80 80
```
**./constraint.sdc**
```tcl
current_design MUX25bit2X1

set clk_period 2.2
set clk_io_pct 0.2

create_clock -name clk0 -period $clk_period

set non_clock_inputs [all_inputs -no_clocks]
set_input_delay [expr $clk_period * $clk_io_pct] -clock clk0 $non_clock_inputs
set_output_delay [expr $clk_period * $clk_io_pct] -clock clk0 [all_outputs]
```
**./design.v**
```verilog
module MUX25bit2X1 ( data1, data2, selectLine, enable, outdata );
  input [24:0] data1 , data2 ;
  input selectLine ;
  input enable ;
  output [24:0] outdata ;
  assign outdata  =  (selectLine == 1'b0 && enable==1'b1) ? data1 : (selectLine==1'b1 && enable==1'b1) ? data2  : 0;
endmodule
```
**./run.sh**
```bash
#!/bin/bash
# OpenROAD 26Q1-2900-gdf79404cd8, Yosys 0.63+post, stock flow scripts
make -C /OpenROAD-flow-scripts/flow DESIGN_CONFIG=/design/flow/config.mk WORK_HOME=/design/flow/orfs finish
```
==> impl_metrics.csv <==
group,metric,value,unit
pwr,power.leakage,0.549,nW
logic_synthesis,synth.top_cells.by_count,"mux2i_1 (25), nor2b_1 (25), buf_12 (2), clkbuf_1 (2), buf_6 (1)",
critical_path,crit_path_start_kind,"input pin",
critical_path,critical_path.cell_chain,"dlygate4sd2_1 > bufbuf_16 > nor2b_1 > clkdlybuf4s50_1",
drt,wl_per_cell,13.9,microns
critical_path,worstSetupEndpointType,"primary output",
layout,syn_to_final_growth,185,%
global_route,grt_max_degree,14,
drt,detailroute.via_count,667,
logic_synthesis,yosysWarningCount,0,
layout,clk_buf_instances,0,
layout,final_cell_area,1330,sq um
global_route,wire_length_of_the_first_global_routing_pass,3800,microns
pwr,power_density,173,nW/um^2
clock_network,post-cts-setup-buffer-count,0,
layout,area.sequential,0,sq um
die,die_height,80,microns
drt,detail_route.first_pass.iterations,2,
logic_synthesis,ys_chip_area,465,sq um
layout,layout.sequential_cells,0,
logic_synthesis,post_synthesis_cell_count_from_yosys,55,
logic_synthesis,post_synth_inst_count,55,
hold_path,worstHoldPathType,"in2out",
critical_path,critical_path.max_fanout,12,
sta,max-slew-margin-rel,89.8,%
place,placement.setup.worst_slack,-0.140,ns
place,place_congestion,0.726,
sta,max_freq,0.485,GHz
drt,wirelength,2470,microns
die,number_of_ports_placed_on_the_die_boundary,77,
drt,avgViaCountPerCell,3.77,
logic_synthesis,synthDistinctLibCells,5,
critical_path,path_class,"in2out",
sta,timing.final.crit_share,93.6,%
critical_path,cp.required,1.76,ns
logic_synthesis,yosys.stat.seqShare,0,%
die,fp_util,13.6,%
critical_path,cpPeakStageDelay,0.47,ns
drt,post-route-drc-count,0,
logic_synthesis,netlist_area,465,sq um
die,chipWidth,80,microns
critical_path,critical-path-slowest-cell,"clkdlybuf4s50_1",
die,coreArea,3420,sq um
sta,timing_max_transition_violations_final,0,
global_route,via_count_of_the_first_global_routing_pass,776,
sta,final.setup.tns,0,ns
global_route,gr-usage-all-layers,7.25,%
place,io_buffers,77,
sta,final.hold.worst_slack,1.81,ns
sta,rsz0062_at_grt,"no",
job,log.warning_count,32,
drt,postRouteAntennaNets,0,
clock_network,cts_hold_buf,0,
global_route,grt_antenna_before_repair,0,
drt,num_antenna_cells,0,
die,chip_area,6400,sq um
sta,worst_pin_slew,0.149,ns
logic_synthesis,avgSynthCellArea,8.46,sq um
logic_synthesis,synth.area.top_cells,"mux2i_1 (54%), nor2b_1 (34%), buf_12 (8.6%), buf_6 (2.4%), clkbuf_1 (1.6%)",
logic_synthesis,top_area_share,53.8,%
job,max_cap_violations,0,
drt,drt_iter0_markers,3,
place,dp_hpwl,2000,microns
die,rows,21,
pwr,vdd_drop_max,0.0682,mV
run_status,run_status,"finished clean",
logic_synthesis,netlist.top_cell.by_area,"mux2i_1",
global_route,overflow,0,
layout,nFillCells,341,
sta,setup_viol,0,
sta,worst_slack,0.140,ns
critical_path,cp.arrival,1.62,ns
sta,post-route-min-period,2.06,ns
place,post_dp_cell_area,1270,sq um
sta,final_hold_viol_count,0,
layout,post_route_cells_drive_above_1_share,3.82,%
worst max-delay path: cells and delay by family:
kind | cells | cell delay [ns]
simple gates | 1 | 0.13
buf+inv | 3 | 1.04
where the power goes:
part	total (mW)	switching (mW)	internal [mW]
Sequential	0	0	0
Combinational	0.230	0.0526	0.177
Clock	0	0	0
metal layers:
metal | vias to the layer above | part of all wire (%) | GRT usage (%)
met5 | - | 0 | 0
met4 | 0 | 0 | 0
met3 | 0 | 16 | 4.55
met2 | 49 | 43 | 11.4
met1 | 277 | 41 | 8.70
li1 | 341 | - | -
final cells by class:
| type | instances | area [sq um] | area share (%) |
|---|---|---|---|
| multi-input cells | 50 | 407 | 30.6 |
| well taps | 46 | 57.6 | 4.33 |
| repair buffers | 81 | 865 | 65.1 |
cells in the final DEF, fill, tap and decap left out, drive strengths merged:
cell type	Yosys	layout
clkdlybuf4s50	0	75
mux2i	25	25
nor2b	25	25
buf	3	3
bufbuf	0	1
dlygate4sd2	0	1
clkbuf	2	1
what timing repair did:
item,in CTS,in global routing
gates resized,2,3
setup endpoints to repair,25,12
pin swaps,0,0
gates cloned,2,0
per-stage QoR:
stage	utilization [%]	power, mW	instances
final	38.9	0.230	177
after global routing	38.9	0.250	177
after CTS	39.2	0.237	177
after detailed placement	37.3	0.220	175
after global placement	37.3	0.219	175
after floorplan	-	0.0630	55
cells by family (layout without fill, tap and decap cells):
kind of cell / count (synthesis) / in the layout / share of synthesized area [%]
buf+inv: 5 / 81 / 12.6
mux: 25 / 25 / 53.8
simple gates: 25 / 25 / 33.6
worst paths after layout:
kind | startpoint | to | slack (ns) | cells after the start
worst max-delay path | enable | outdata[9] | 0.14 | 4
worst min-delay path | selectLine | outdata[8] | 1.81 | 5
Power and IR drop assume default switching activity.
