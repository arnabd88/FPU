==> design.v <==
typedef enum {intIdle=0, M1_State, M2_State} interconnectStateType ;
module interconnect (
    RSTn ,
	CLK ,
	M1_req ,
	M1_ack ,
	M2_req ,
	M2_ack ,
	S_req ,
	S_ack,
	Select
	);
    input RSTn ;
	input CLK ;
	input M1_req ;
	output reg M1_ack ;
	input M2_req ;
	output reg M2_ack ;
	output reg S_req ;
	input S_ack ;
	output reg Select ;
	reg M1_ack_val, M2_ack_val, S_req_val, Select_val ;
	interconnectStateType stateMC , next_stateMC ;
	wire [1:0] Request_Buffer ;
	reg priority_val, priority_reg ;  
	assign Request_Buffer[0] = M1_req | 1'b0 ;
	assign Request_Buffer[1] = M2_req | 1'b0 ;
	always@(posedge CLK) begin
		if(RSTn!=1) begin
			stateMC <= intIdle ;
			priority_reg <= 0;
			M1_ack <= 0 ;
			M2_ack <= 0;
			S_req  <= 0;
			Select <= 0;
		end
		else begin
			stateMC <= next_stateMC ;
			priority_reg <= priority_val ;
			M1_ack <=M1_ack_val  ;
			M2_ack <=M2_ack_val ;
			S_req  <= S_req_val  ;
			Select <=Select_val ;
		end
	end
	always@(*) begin
	    next_stateMC = stateMC ;
		priority_val = priority_reg ;
		M1_ack_val =M1_ack  ;
		M2_ack_val =M2_ack ;
		S_req_val = 0  ;
		Select_val =Select ;
		case(stateMC)
		intIdle :  begin
						{M1_ack_val, M2_ack_val} = 2'b00 ;
						case({Request_Buffer[1:0],priority_reg})
							3'b000  :  next_stateMC = intIdle ;
							3'b001  :  next_stateMC = intIdle ;
							3'b010  :  begin
										priority_val = ~priority_reg ;
										next_stateMC = M1_State ;
									end
							3'b011  :  begin
										next_stateMC = M1_State ;
									end
							3'b100  :  begin
										next_stateMC = M2_State ;
									end
							3'b101  :  begin
										priority_val = ~priority_reg ;
										next_stateMC = M2_State ;
									end
							3'b110  :  begin
										priority_val = ~priority_reg ;
										next_stateMC = M1_State ;
									end
							3'b111  :  begin
										priority_val = ~priority_reg ;
										next_stateMC = M2_State ;
									end
						endcase
					  end
		M1_State  :  begin
						if(M1_req!=1) next_stateMC = intIdle ;
						else begin
							S_req_val = 1 ;
							Select_val = 1'b0 ;
							if(S_ack==1) begin
								S_req_val = 0 ;
								M1_ack_val = 1 ;
								next_stateMC = intIdle ;
							end
							else  next_stateMC = M1_State ;
						end
					 end
		M2_State  :  begin
						if(Request_Buffer[1] != 1)  next_stateMC = intIdle ;
						else begin
							S_req_val = 1 ;
							Select_val = 1'b1 ;
							if(S_ack==1) begin
								S_req_val = 0;
								M2_ack_val = 1 ;
								next_stateMC = intIdle ;
							end
							else next_stateMC = M2_State ;
						end
					 end
		endcase
	end
endmodule
==> run.sh <==
#!/bin/bash
# OpenROAD 26Q1-2900-gdf79404cd8, Yosys 0.63+post, stock flow scripts
make -C /OpenROAD-flow-scripts/flow DESIGN_CONFIG=/design/flow/config.mk WORK_HOME=/design/flow/orfs finish
==> config.mk <==
export PLATFORM = sky130hd
export DESIGN_NAME = interconnect
export DESIGN_NICKNAME = interconnect
export VERILOG_FILES = /design/flow/design.v
export SDC_FILE = /design/flow/constraint.sdc
export NUM_CORES = 4
export LEC_CHECK = 1
export CORE_AREA = 10 10 70 70
export DIE_AREA = 0 0 80 80
==> constraint.sdc <==
current_design interconnect

set clk_period 1.4
set clk_io_pct 0.2

create_clock -name clk0 -period $clk_period [get_ports {CLK}]

set non_clock_inputs [all_inputs -no_clocks]
set_input_delay [expr $clk_period * $clk_io_pct] -clock clk0 $non_clock_inputs
set_output_delay [expr $clk_period * $clk_io_pct] -clock clk0 [all_outputs]
==> flow_summary.toml <==
# flow metrics
[status]
status = "finished, final reports clean"

[clock_network]
cts_tree = "built"
cts_made_buffers = 3
clkTransAtPathRegs_ns = 0.05
postCtsSetupRepairBufs = 0
cts_buffer_depth = 2
root_buffer = "clkbuf_4"
clkLatencyLatePin_ns = 0.25
cts.sinks = 8
htree_levels = 1

[place]
place_hpwl_um = 617
place_congestion = 0.794
io_buffers = 8
dpl_cell_area_um2 = 462

[sta]
setup_viol = 0
clock.fmax_mhz = 747
rsz0062_at_grt = "no"
relSlewSlack = 0.833
finClkSkew_ns = 0.00535
fin_tns_setup_ns = 0
final-max-slew-violation-count = 0
period_used_share = 0.957
hold_viol = 0
worst_slew_pin_slew_ns = 0.249
period_minus_slack_ns = 1.34

[global_route]
grt_pass1_vias = 267
grt_max_degree = 9
grt-ovfl-total = 0
track_usage = 0.0230
grt_first_pass_wirelength_um = 1240
antenna_found_initial = 0

[drt]
drt_wl_total_um = 806
detail_route.wl_per_cell_um = 8.40
vias_per_cell = 3.34
antenna_cells = 0
drc = 0
drtAntennaViolNets = 0
vias = 321
drt_first_pass_iters = 4
drt-initial-drc-count = 48

[floorplanning]
fp_util = 0.0949
num_io_pins = 9
core_um2 = 3420
rows = 21
die_x_um = 80
die_h_um = 80
dieArea_um2 = 6400

[finish]
layout-drive-gt1-share = 0.100
largest_register_ffs = 3
layout_top_cells = "9 x a21oi_1, 8 x clkdlybuf4s50_1, 7 x dfxtp_1, 4 x nand2_1"
final_area_um2 = 485
final_common_cell = "a21oi_1"
syn2layout_area_growth_pct = 49.8
fill_cells = 392
regMostFlops = "stateMC"

[critical_path]
path_delay_family = "buffers and inverters"
cp_num_buf_inv = 1
worst-setup-path-type = "flop to output pin"
crit_chain = "clkdlybuf4s50_1"
cp_slowest_cell = "clkdlybuf4s50_1"
slowest_delay_ns = 0.47
cp_max_fo = 3
worstSetupStartpointType = "flop"
arrival_ns = 1.06
cp-end-kind = "output pin"
cp.required_ns = 1.12

[logic_synthesis]
yosys-stat-cells = 39
synthDistinctLibCells = 14
synth_area_per_cell_um2 = 8.31
ys_area_um2 = 324
syn_inst = 39
ys_seq_share = 0.494
synthesis.area_um2 = 324
ys_ff = 8
ys_warn_count = 1

[worst_hold_path]
hold_class = "flop to flop"

[power]
p_per_area_nw_per_um2 = 985
total_power_uw = 478
p_leak_nw = 0.161
peakVddDrop_mv = 0.223

[job]
maxCapViolations = 0
warnings = 25
power by group:
part           total (mW)  internal (mW)  leakage, nW  switching (mW)
registers           0.254          0.240       0.0660          0.0140
logic              0.0563         0.0298       0.0809          0.0265
clock network       0.168         0.0975       0.0138          0.0702
total               0.478          0.368        0.161           0.111
layout make-up:
cell class | count | area [um^2] | area share
clock buffers | 3 | 22.5 | 0.0464
well taps | 46 | 57.6 | 0.119
repair buffers | 8 | 80.1 | 0.165
flip-flops and latches | 8 | 161 | 0.332
inverters | 3 | 11.3 | 0.0232
multi-input cells | 28 | 153 | 0.314
layer usage:
metal  routed length (um)  global-route usage  vias to the layer above
met5                    0                   0                        -
met4                   19             0.00704                        0
met3                   57              0.0114                        2
met2                  353              0.0321                       13
met1                  376              0.0301                      145
li1                     -                   -                      161
cell families (layout without fill, tap and decap cells):
group	Yosys count	count (layout)	synth area share
and+or+nand+nor	13	13	0.208
buffers and inverters	3	14	0.0347
DFF	8	8	0.494
AOI/OAI and AO/OA	15	15	0.263
per-stage QoR:
stage	hold slack [ns]	setup WS (ns)	utilization	instances
5_1_grt	0.521	0.0131	0.142	96
2_1_floorplan	0.351	0.645	-	39
3_5_place_dp	0.492	0.0600	0.135	93
6_report	0.490	0.0606	0.142	96
3_3_place_gp	0.477	0.0868	0.135	93
4_1_cts	0.501	0.00636	0.142	96
worst min-delay path, cell delays in order, from the launching register on:
cell,delay (ns)
dfxtp_1,0.31
o21ai_0,0.07
a21oi_1,0.06
what timing repair did:
action,4_1_cts,5_1_grt
resized,0,1
setup endpoints to repair,0,1
hold buffers,0,0
synth_stat cells:
library cell  instances  area share
inv_1                 3       0.035
nand2b_1              2       0.039
o21ai_0               3       0.046
dfxtp_1               8        0.49
nor2b_1               1       0.019
a311oi_1              1       0.027
nand3_1               2       0.031
a21oi_1               9        0.14
nor2_1                1       0.012
o21a_1                1       0.023
o221ai_1              1       0.027
nand2_1               4       0.046
nor3_1                2       0.031
nor3_2                1       0.031
worst paths after layout:
check | endpoint | cells past startpoint | startpoint | slack (ns)
worst max-delay path | Select | 1 | Select | 0.06
worst min-delay path | M2_ack | 2 | M2_ack | 0.49
worst max register to register | priority_reg | 2 | stateMC[0] | 0.53
worst min register to register | M2_ack | 2 | M2_ack | 0.49
Power figures rest on the tool's default switching activity, not on a simulated workload.
