$ cat design/flow/config.mk
export PLATFORM = sky130hd
export DESIGN_NAME = adder_24b
export DESIGN_NICKNAME = adder_24b
export VERILOG_FILES = /design/flow/design.v
export SDC_FILE = /design/flow/constraint.sdc
export NUM_CORES = 4
export LEC_CHECK = 1
export CORE_UTILIZATION = 30
$ cat design/flow/constraint.sdc
current_design adder_24b

set clk_period 13.1
set clk_io_pct 0.2

create_clock -name clk0 -period $clk_period [get_ports {CLK}]

set non_clock_inputs [all_inputs -no_clocks]
set_input_delay [expr $clk_period * $clk_io_pct] -clock clk0 $non_clock_inputs
set_output_delay [expr $clk_period * $clk_io_pct] -clock clk0 [all_outputs]
$ cat design/flow/run.sh
#!/bin/bash
# OpenROAD 26Q1-2900-gdf79404cd8, Yosys 0.63+post, stock flow scripts
make -C /OpenROAD-flow-scripts/flow DESIGN_CONFIG=/design/flow/config.mk WORK_HOME=/design/flow/orfs finish
$ cat design/flow/design.v
typedef enum {Add_Compute=0, Add_ResetOutput, Add_EndState} AddState ;
module adder_24b ( Z, COUT, ACK, A, B, REQ, CLK, RSTN);
  input [24:0] A,B;
  input REQ, CLK, RSTN;
  output reg [24:0] Z;
  output reg COUT;
  output reg ACK;
  reg COUT_val, ACK_val;
  reg [24:0] Z_val ;
  AddState  StateMC, next_StateMC;
always@(posedge CLK) begin
	if(RSTN!=1) begin
		StateMC <= Add_Compute ;
		Z <= 0;
		COUT <= 0 ;
		ACK <= 0;
	end
	else begin
		StateMC <= next_StateMC ;		
		Z <= Z_val ;
		COUT <= COUT_val ;
		ACK <= ACK_val ;
	end
end
always @(*) 
begin  
   next_StateMC = StateMC ;
   Z_val = Z ;
   COUT_val = COUT ;
   ACK_val = 0 ;
  case(StateMC)
                Add_Compute :   begin
					COUT_val = 0;
					Z_val =0;
	           		            if(REQ==1) begin
	           			             {COUT_val, Z_val} = A + B ;
	           			             next_StateMC = Add_ResetOutput ;
	           			             ACK_val = 1'b1 ;
	           		            end
								else next_StateMC = Add_Compute ;
	           	                end
             Add_ResetOutput:   begin
			                       ACK_val = 1'b0 ;
								   if(REQ==1) next_StateMC = Add_ResetOutput ;
			                       else next_StateMC = Add_EndState ;			
		                        end
		Add_EndState :  begin	
					next_StateMC = Add_Compute;
				end
  endcase
end
endmodule
==> GITHUB_STEP_SUMMARY <==
### Metrics collected by this job

| Metric | Value |
|---|---|
| Status | `finished clean` |
| Unique cell types | `51` |
| Slew Limit Fails | `0` |
| Tightest Pin Transition | `0.674 ns` |
| Crit-path max FO | `4` |
| Mapped Cells | `273` |
| DRT Pass-1 Iters | `6` |
| Required time worst endpoint | `13.27 ns` |
| CP arrival | `5.09 ns` |
| Worst skew pair latency | `0.28 ns` |
| Layout Skew | `0.00669 ns` |
| # DRC | `0` |
| Setup TNS | `0 ns` |
| Fmax | `0.203 GHz` |
| Via count | `2254` |
| TritonCTS buffer count | `5` |
| Die H | `89.8 um` |
| Die area | `8070 sq um` |
| Core area | `7370 sq um` |
| Mapped Avg Cell Area | `8.47 sq um` |
| OpenROAD warnings | `25` |
| Initial Util | `31.4%` |
| Reg2reg path depth | `4` |
| Crit path kind | `input port to register` |
| Die width | `89.8 um` |
| Hold_ws | `0.439 ns` |
| H-tree depth | `2` |
| Post-synth regs | `30` |
| Vias per inst | `5.02` |
| Initial antenna violation count | `0` |
| CTS Sinks | `30` |
| Antenna Nets Post-Route | `0` |
| Final min period | `4.92 ns` |
| Number of I/O port buffers | `79` |
| Synthesized area | `2310 sq um` |
| Power Density | `98.8 nW/um^2` |
| Yosys stat area | `2310 sq um` |
| Seq/Total Area, Yosys | `26.0%` |
| Number of global-route vias before repair | `2143` |
| Root Driver | `clkbuf_8` |
| Placement Rows | `31` |
| Tcrit/Tclk final | `37.6%` |
| Gr usage total | `15.3%` |
| Final setup fails | `0` |
| Clock tree buffer depth | `2` |
| Pin count of the biggest net entering global routing | `18` |
| WL/cell | `13.5 um` |
| ANT cells | `0` |
| First-pass GRT wire length | `10100 um` |
| CP endpoint kind | `register` |
| Setup crit start kind | `input port` |
| RSZ-0062 raised after global routing | `false` |
| Final Hold Vio Count | `0` |
| Total of warnings raised by yosys | `1` |
| Grt ovf | `0` |
| Slew HR | `55.0%` |
| Initial drt markers | `80` |
| Post-CTS Setup Inserts | `0` |
| HPWL Detailed | `4890 um` |
| HP Class | `register to register` |
| GP Congestion | `0.894` |
| Hold Path Stages | `2` |
| Max cap viols | `0` |
| Drt total wl | `6070 um` |
| I/O Pins | `80` |
| TritonCTS clock tree | `yes` |
| Cts hold-fix bufs | `0` |
| VDD IR max | `0.0521 mV` |
| Area growth from synthesis to layout | `43.8%` |
| Layout cells sized above 1 | `5.71%` |
| Filler instances | `758` |
| # Cells Yosys | `273` |
| Post-cts resize count | `0` |
| Worst-path clk slew | `0.07 ns` |
| Pleak | `1.32 nW` |
## critical path, cell delays in order
cell             delay (ns)
clkdlybuf4s50_1        0.46
ha_1                   0.20
inv_1                  0.07
fa_1                   0.42
nor2b_4                0.17
o311a_4                0.20
o211ai_4               0.11
o31ai_2                0.34
a41oi_2                0.17
xnor2_1                0.14
a22o_1                 0.20
## placed cells by master (no fill, tap or decap), types with 7 or more instances in the layout
| master | n |
|---|---|
| clkdlybuf4s50_1 | 79 |
| dfxtp_1 | 30 |
| a21oi_1 | 29 |
| nand2_1 | 25 |
| ha_1 | 25 |
| a22o_1 | 16 |
| nor2_1 | 14 |
| xnor2_1 | 14 |
| o21ai_0 | 13 |
| inv_1 | 9 |
| and2_1 | 9 |
| xor2_1 | 7 |
## area by class of cell
class / instances / area (sq um) / area share [%]
clock buffers: 6 / 82.6 / 2.48
clock inverters: 2 / 60.1 / 1.81
inverters: 10 / 37.5 / 1.13
multi-input cells: 222 / 1620 / 48.8
flip-flops and latches: 30 / 601 / 18.1
well taps: 99 / 124 / 3.72
repair buffers: 80 / 798 / 24.0
## worst paths after layout
check / start / end / slack [ns]
worst min-delay path: StateMC[1] / StateMC[0] / 0.44
worst max-delay path: A[0] / Z[24] / 8.18
worst max register to register: StateMC[0] / COUT / 11.58
worst min register to register: StateMC[1] / StateMC[0] / 0.44
## where the power goes
group	leakage [nW]	switching, mW	total [mW]	internal, mW
Sequential	0.246	0.00456	0.103	0.0984
Clock	0.0714	0.0354	0.117	0.0811
Combinational	1.01	0.0507	0.109	0.0585
Total	1.32	0.0907	0.329	0.238
## cells by family after synthesis
group	Yosys count	synth area share, %
AOI/OAI and AO/OA	100	31.7
xor gates and xnor gates	21	7.95
adders and majority gates	26	14.4
buffers and inverters	21	3.89
DFF	30	26.0
and+or+nand+nor	75	16.1
## state kept, by name, indices dropped and copies added (netlist names)
signal   cells
Z           25
StateMC      3
ACK          1
COUT         1
## synth_stat cells (all sizes together)
cell type	instances	area share, %
a21oi	30	7.0
dfxtp	30	26
ha	25	14
nand2	25	4.1
a22o	16	6.1
o21ai	16	3.6
nor2	14	2.3
xnor2	14	5.3
and2	9	2.4
inv	9	1.5
clkbuf	7	1.2
nor2b	7	2.2
o211ai	7	2.9
xor2	7	2.7
a21o	5	1.7
nand3	5	1.1
o2bb2ai	5	1.9
and3	4	1.1
buf	4	1.1
nand4	4	1.1
a31oi	3	0.81
nor3	3	0.65
a211oi	2	0.87
a21boi	2	0.65
a41oi	2	1.1
nand2b	2	0.54
o211a	2	0.87
o21a	2	0.65
o31ai	2	0.87
o32ai	2	0.76
a221o	1	0.43
and2b	1	0.32
clkinv	1	0.16
fa	1	0.87
nor4	1	0.27
o21bai	1	0.32
o311a	1	0.92
o31a	1	0.38
## per-layer routing
layer  track usage [%]  part of all wire [%]  vias up
met3              2.23                   3.9        5
met5                 0                     0        -
met2              24.2                    45       47
li1                  -                     -     1159
met1              23.4                    50     1043
met4              1.50                   1.2        0
## through the flow
step,power [mW],utilization (%),cells,setup WS [ns],instance area (sq um)
floorplan,0.170,-,273,8.55,2310
global placement,0.214,43.2,441,7.96,3180
detailed placement,0.214,43.2,441,7.91,3180
CTS,0.332,45.1,449,8.18,3330
global route,0.349,45.1,449,8.03,3330
finish,0.329,45.1,449,8.18,3330
Power is estimated from default activity; no workload was simulated.
